--- config.mk ---
export PLATFORM = sky130hd
export DESIGN_NAME = negative_transform
export DESIGN_NICKNAME = negative_transform
export VERILOG_FILES = /design/flow/design.v
export SDC_FILE = /design/flow/constraint.sdc
export NUM_CORES = 4
export LEC_CHECK = 1
export CORE_AREA = 10 10 94 94
export DIE_AREA = 0 0 104 104
--- constraint.sdc ---
current_design negative_transform

set clk_period 1.4
set clk_io_pct 0.2

create_clock -name clk0 -period $clk_period [get_ports {clk}]

set non_clock_inputs [all_inputs -no_clocks]
set_input_delay [expr $clk_period * $clk_io_pct] -clock clk0 $non_clock_inputs
set_output_delay [expr $clk_period * $clk_io_pct] -clock clk0 [all_outputs]
--- design.v ---
`timescale 1ps / 1ps
module negative_transform #(parameter DATA_WIDTH = 8) (
    input clk,
    input reset,
    input [DATA_WIDTH-1:0] pixel_in,    
    input pixel_valid,                  
    output reg [DATA_WIDTH-1:0] pixel_out,  
    output reg pixel_ready,             
    output reg [6:0] seg,               
    output reg [7:0] an                 
);
    reg [3:0] current_digit;            
    reg [2:0] digit_index;              
    reg display_state;                  
    always @(posedge clk or posedge reset) begin
        if (reset) begin
            pixel_out <= 0;
            pixel_ready <= 0;
            display_state <= 0;         
        end else if (pixel_valid) begin
            pixel_out <= 255 - pixel_in;   
            pixel_ready <= 1;
            display_state <= ~display_state;  
        end else begin
            pixel_ready <= 0;           
        end
    end
    always @(posedge clk or posedge reset) begin
        if (reset) begin
            seg <= 7'b1111111;          
            an <= 8'b11111110;          
            digit_index <= 0;           
        end else begin
            case (digit_index)
                0: current_digit <= (display_state == 0) ? pixel_in[3:0]  : pixel_out[3:0];    
                1: current_digit <= (display_state == 0) ? pixel_in[7:4]  : pixel_out[7:4];    
                default: current_digit <= 4'h0;  
            endcase
            case (current_digit)
                4'h0: seg <= 7'b1000000;   
                4'h1: seg <= 7'b1111001;   
                4'h2: seg <= 7'b0100100;   
                4'h3: seg <= 7'b0110000;   
                4'h4: seg <= 7'b0011001;   
                4'h5: seg <= 7'b0010010;   
                4'h6: seg <= 7'b0000010;   
                4'h7: seg <= 7'b1111000;   
                4'h8: seg <= 7'b0000000;   
                4'h9: seg <= 7'b0010000;   
                4'hA: seg <= 7'b0001000;   
                4'hB: seg <= 7'b0000011;   
                4'hC: seg <= 7'b1000110;   
                4'hD: seg <= 7'b0100001;   
                4'hE: seg <= 7'b0000110;   
                4'hF: seg <= 7'b0001110;   
                default: seg <= 7'b1111111;   
            endcase
            case (digit_index)
                0: an <= 8'b11111110;   
                1: an <= 8'b11111101;   
                default: an <= 8'b11111111;   
            endcase
            digit_index <= digit_index + 1;
        end
    end
endmodule
--- run.sh ---
#!/bin/bash
# OpenROAD 26Q1-2900-gdf79404cd8, Yosys 0.63+post, stock flow scripts
make -C /OpenROAD-flow-scripts/flow DESIGN_CONFIG=/design/flow/config.mk WORK_HOME=/design/flow/orfs finish
==> reports/metrics.csv <==
stage,metric,value,unit
layout,layout-area-overhead-vs-synth,40.1,%
global_route,global_route_wire_length_before_repair,4.39,mm
clock_tree,tritoncts_buffer_count,3,
critical_path,worst-endpoint-arrival,1.52,ns
floorplanning,die_height,104,µm
global_route,grt_max_degree,17,
routing,drt.antenna.violating_nets,0,
global_route,vias_in_the_first_global_route,906,
job,tool_warnings,33,
clock_tree,clock_sink_count,26,
layout,layoutNonFillerInstCount,248,
final_timing,hold_violations,0,
global_route,grt_overflow,0,
critical_path,timing.critical_path.max_delay_family,flip-flops,
layout,num-fill-cells,740,
routing,vias,887,
clock_tree,clk-insertion-delay-late,0.27,ns
job,max_cap_violations,0,
final_timing,period_needed,1.33,ns
clock_tree,cts_hold_buf,0,
logic_synthesis,ff_type,sky130_fd_sc_hd__dfrtp_1,
routing,post_drt_via_cell_ratio,3.58,
logic_synthesis,ys_top_cells_by_area,"sky130_fd_sc_hd__dfrtp_1 27%, sky130_fd_sc_hd__dfstp_2 16%, sky130_fd_sc_hd__mux2i_1 11%",
routing,count_of_inserted_antenna_diode_cells,0,
routing,routed_wire_length_per_instance,10.9,µm
final_timing,post-route-worst-setup-slack,0.0686,ns
logic_synthesis,yosys_warnings,1,
critical_path,crit_path_end_kind,register,
critical_path,critical_path.max_stage_delay,0.44,ns
layout,layout.cell_area.non_filler,1820,µm²
layout,drive_gt1_share,21.1,%
place,weighted_congestion_reported_at_the_end_of_routability_driven_placement,0.786,
floorplanning,fp.dieW,104,µm
final_timing,timing_max_transition_violations_final,0,
logic_synthesis,yosys_reported_design_area_after_synthesis,1300,µm²
global_route,initial_antenna_violation_count,0,
layout,commonest_cells_after_routing_fill_and_taps_aside,"16 x sky130_fd_sc_hd__dlygate4sd2_1, 15 x sky130_fd_sc_hd__buf_4, 14 x sky130_fd_sc_hd__mux2i_1, 14 x sky130_fd_sc_hd__dfrtp_1",
routing,postRouteWirelength,2.71,mm
final_timing,final.hold.worst_slack,0.478,ns
layout,register_area,681,µm²
logic_synthesis,edf_count,4,
critical_path,timing.critical_path.fanout_max,5,
floorplanning,coreArea,6830,µm²
logic_synthesis,synth_cell_type_count,24,
logic_synthesis,yosysCellCount,110,
critical_path,chain_of_cells_forming_the_critical_path,inv_2 > ha_1 > inv_1 > mux4_2,
critical_path,critical_path.slowest_cell,sky130_fd_sc_hd__edfxtp_1,
floorplanning,core.rowCount,30,
logic_synthesis,post_synth.cell_area_avg,11.8,µm²
power_and_ir_drop,total_power,1.78,mW
place,detailed_place.area,1710,µm²
critical_path,required,1.59,ns
logic_synthesis,synth_seq_share,52.4,%
global_route,grt_use_total,4.82,%
final_timing,finalSetupTns,0,ns
logic_synthesis,synth-seq-cells,26,
clock_tree,cts_buffer_depth,2,
critical_path,critical_path_buf_inv_count,2,
layout,combGateArea,515,µm²
power_and_ir_drop,static-leakage-power,0.848,nW
layout,layout_top_cell_excl_fill_tap,sky130_fd_sc_hd__dlygate4sd2_1,
logic_synthesis,synth-async-reset-ratio,84.6,%
place,post-dp-hpwl,2.08,mm
floorplanning,top_level_i_o_count,35,
final_timing,max_clock_freq,0.751,GHz
logic_synthesis,post_synth_instance_area,1300,µm²
clock_tree,cts-htree-levels,1,
final_timing,setup_viol,0,
floorplanning,die_area,10800,µm²
place,port_buf_inserts,28,
clock_tree,clkSlewWorstSetupHoldPaths,0.10,ns
logic_synthesis,synth_top_area_share,26.9,%
place,dp_cells,236,
final_timing,final.setup_skew,0.00640,ns
layout,finalCoreUtilization,26.7,%
final_timing,rsz0062_at_grt,false,
hold_path,hp-class,register to register,
final_timing,period_used_share,95.1,%
critical_path,critical_path.startpoint_type,register,
routing,drc_errors,0,
logic_synthesis,synth_top_cell_by_area,sky130_fd_sc_hd__dfrtp_1,
status,status,"finished, final reports clean",
clock_tree,cts.root.buffer_cell,sky130_fd_sc_hd__clkbuf_8,
place,place_ws,0.0544,ns
routing,detail_route.iter0.violations,24,
logic_synthesis,post_synth_inst_count,110,
routing,drt_pass1_iterations,4,
floorplanning,core_util_floorplan,19.0,%
power_and_ir_drop,peakVddDrop,0.500,mV
clock_tree,tritoncts,built,
power_and_ir_drop,power.density,979,nW/µm²
critical_path,worstSetupPathType,register to register,
[cells by family (layout without fill, tap and decap cells)]
logic type	count (synthesis)	in the layout	share of synthesized area, %
AOI/OAI and AO/OA	15	15	7.12
buffers and inverters	22	59	9.43
adders and majority gates	10	10	9.62
other	1	6	0.288
xor gates and xnor gates	2	2	1.35
muxes	16	16	13.4
DFF	26	26	52.4
and+or+nand+nor	18	18	6.45
[power breakdown]
group          switching [mW]  internal (mW)
Combinational           0.109          0.207
Sequential             0.0784          0.834
Clock                   0.243          0.311
[path summary, 6_finish.rpt]
| path | cells past startpoint | slack (ns) | startpoint | to |
|---|---|---|---|---|
| setup / recovery | 4 | 0.07 | current_digit[0]$_DFFE_PN_ | seg[3]$_DFF_PP1_ |
| setup reg to reg | 4 | 0.07 | current_digit[0]$_DFFE_PN_ | seg[3]$_DFF_PP1_ |
| hold reg to reg | 1 | 0.48 | digit_index[2]$_DFF_PP0_ | digit_index[2]$_DFF_PP0_ |
| max in group asynchronous | 3 | 0.58 | reset | seg[0]$_DFF_PP1_ |
| hold / removal | 1 | 0.48 | digit_index[2]$_DFF_PP0_ | digit_index[2]$_DFF_PP0_ |
| min in group asynchronous | 2 | 0.50 | reset | seg[1]$_DFF_PP1_ |
[cell usage after synthesis, types with 3 or more instances]
| master | count |
|---|---|
| sky130_fd_sc_hd__a21oi_1 | 6 |
| sky130_fd_sc_hd__buf_4 | 8 |
| sky130_fd_sc_hd__dfrtp_1 | 14 |
| sky130_fd_sc_hd__dfstp_2 | 8 |
| sky130_fd_sc_hd__edfxtp_1 | 4 |
| sky130_fd_sc_hd__ha_1 | 10 |
| sky130_fd_sc_hd__inv_1 | 11 |
| sky130_fd_sc_hd__mux2i_1 | 14 |
| sky130_fd_sc_hd__nand2_1 | 3 |
| sky130_fd_sc_hd__nand2b_1 | 4 |
| sky130_fd_sc_hd__nor2_1 | 8 |
| sky130_fd_sc_hd__o22ai_1 | 5 |
[final cells by class]
cell class	count	share of cell area (%)
inverter	11	2.27
timing repair buffer	44	21.8
multi-input combinational	67	28.3
tap	96	6.59
clock buffer	4	3.64
sequential	26	37.4
[state kept, by name (all words and copies together), names as in the netlist]
name           count
an                 2
current_digit      4
digit_index        3
display_state      1
pixel_out          8
pixel_ready        1
seg                7
[routing by layer]
layer  vias up  GRT usage [%]  wire, µm
met1       414           7.01      1340
met4         0          0.199         0
met3         0           2.19       240
met5         -              0         0
met2        34           6.76      1130
li1        439              -         -
[repair_timing]
| item | CTS | global route |
|---|---|---|
| buffers inserted | 7 | 1 |
| gates resized | 16 | 4 |
| pin swaps | 0 | 0 |
| endpoints found under the setup margin | 16 | 3 |
[worst register-to-register path, stage by stage (launching register included)]
cell and delay (ns):
sky130_fd_sc_hd__edfxtp_1 0.44, sky130_fd_sc_hd__inv_2 0.07, sky130_fd_sc_hd__ha_1 0.27, sky130_fd_sc_hd__inv_1 0.04, sky130_fd_sc_hd__mux4_2 0.43
Power and IR drop assume default switching activity.
